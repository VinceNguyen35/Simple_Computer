<file path="./design.v">
`timescale 1ns / 100ps
module hex_to_7seg(
    input        clk,
    input        reset,
    input  [3:0] hex,
    output [6:0] segment     
    );
    assign segment = (hex == 4'b0_000) ? 7'b100_0000:  
                     (hex == 4'b0_001) ? 7'b111_1001:  
                     (hex == 4'b0_010) ? 7'b010_0100:  
                     (hex == 4'b0_011) ? 7'b011_0000:  
                     (hex == 4'b0_100) ? 7'b001_1001:  
                     (hex == 4'b0_101) ? 7'b001_0010:  
                     (hex == 4'b0_110) ? 7'b000_0010:  
                     (hex == 4'b0_111) ? 7'b111_1000:  
                     (hex == 4'b1_000) ? 7'b000_0000:  
                     (hex == 4'b1_001) ? 7'b001_0000:  
                     (hex == 4'b1_010) ? 7'b000_1000:  
                     (hex == 4'b1_011) ? 7'b000_0011:  
                     (hex == 4'b1_100) ? 7'b100_0110:  
                     (hex == 4'b1_101) ? 7'b010_0001:  
                     (hex == 4'b1_110) ? 7'b000_0110:  
                     (hex == 4'b1_111) ? 7'b000_1110:  
                                         7'b111_1111;  
endmodule
</file>
<file path="./run.sh">
#!/bin/bash
# OpenROAD 26Q1-2900-gdf79404cd8, Yosys 0.63+post, stock flow scripts
make -C /OpenROAD-flow-scripts/flow DESIGN_CONFIG=/design/flow/config.mk WORK_HOME=/design/flow/orfs finish
</file>
<file path="./config.mk">
export PLATFORM = sky130hd
export DESIGN_NAME = hex_to_7seg
export DESIGN_NICKNAME = hex_to_7seg
export VERILOG_FILES = /design/flow/design.v
export SDC_FILE = /design/flow/constraint.sdc
export NUM_CORES = 4
export LEC_CHECK = 1
export CORE_AREA = 10 10 70 70
export DIE_AREA = 0 0 80 80
</file>
<file path="./constraint.sdc">
current_design hex_to_7seg

set clk_period 1.1
set clk_io_pct 0.2

create_clock -name clk0 -period $clk_period

set non_clock_inputs [all_inputs -no_clocks]
set_input_delay [expr $clk_period * $clk_io_pct] -clock clk0 $non_clock_inputs
set_output_delay [expr $clk_period * $clk_io_pct] -clock clk0 [all_outputs]
</file>
==> flow_summary_export.csv <==
group,metric,value,unit
floorplan,io_pins,13,
finish,flops,0,
worst_setup_path,end_kind,"output pin",
run,warning_count,36,
pwr,p_int,130,µW
finish,final_cells,99,
finish,layout_top_cell,"buf_4",
pwr,p_sw,73.6,µW
status,outcome,"finished with violations",
pwr,p_seq_frac,0,
finish,area_delta_synth_final,167,%
global_routing,grt_pass1_vias,308,
finish,design_area,556,µm²
synth,ys_area,208,µm²
drt,drt_wl_total,995,µm
placed_design,dp_slack,-981,ps
drt,wl_per_cell,10.1,µm
run,maxCapViolCount,0,
timing,period_needed,1160,ps
synth,syn_avg_cell_area,6.11,µm²
drt,ant_nets,0,
pwr,pwr-share-clk,0,
pwr,leakage,0.252,nW
status,violations,"negative setup slack",
global_routing,groute.usage.overall,0.0293,
synth,synth.distinct_cells,20,
global_routing,grt_max_degree,9,
worst_setup_path,cp_max_fo,8,
synth,yosysWarnings,0,
placed_design,place.gp.congestion,0.812,
drt,drc,0,
drt,drt-initial-drc-count,56,
floorplan,die_w,80,µm
placed_design,port_buffers,11,
timing,worst_slack,-62.5,ps
worst_setup_path,crit_type,"primary input to output pin",
finish,drive_above_1_share,0.660,
finish,regArea,0,µm²
pwr,pwr_density_cell,367,nW/µm²
worst_setup_path,cp.required,880,ps
worst_setup_path,crit_arrival,940,ps
synth,syn_area,208,µm²
floorplan,chip_area,6400,µm²
placed_design,place_inst,94,
placed_design,hpwl,641,µm
pwr,combPwrFrac,1.000,
pwr,vdd_drop_max,64.7,µV
timing,setup_viol,4,
synth,synth_cells,34,
global_routing,gr-total-overflow,0,
pwr,switching_share,0.361,
drt,diodes,0,
timing,max_freq,860,MHz
placed_design,dpl_cell_area,393,µm²
floorplan,fp_util,0.0608,
drt,vias,325,
finish,final_cell_mix,"6 x buf_4, 5 x buf_6, 5 x buf_2",
pwr,total_power,204,µW
finish,clkbuf_count,0,
global_routing,grt_pass1_wl,1.57,mm
timing,final-hold-violation-count,0,
timing,rsz0062_at_grt,"yes",
worst_setup_path,startpoint_type,"primary input",
drt,dr.pass1.iters,4,
synth,yosys_cells,34,
floorplan,num_rows,21,
timing,relSlewSlack,0.875,
drt,viasPerCell,3.28,
synth,ys_seq_share,0,
timing,worst_pin_slew,187,ps
timing,maxSlewViolCount,0,
global_routing,antenna_found_initial,0,
timing,fin_crit_sh,1.06,
floorplan,fp.coreArea,3420,µm²
floorplan,die_y,80,µm
hold_path,worstHoldPathType,"primary input to output pin",
## logic make-up after synthesis
logic type             Yosys count  synth area share
XOR/XNOR                         1            0.0422
AND/OR/NAND/NOR                 18             0.440
buffers and inverters            5             0.187
AND-OR/OR-AND                   10             0.331
## synth_stat cells, types with 2 or more instances
cell | count | share of area
nand2_1 | 5 | 0.090
nand2b_1 | 3 | 0.090
nor2b_1 | 3 | 0.090
nand3_1 | 2 | 0.048
buf_6 | 2 | 0.11
o21ai_1 | 2 | 0.048
nor2_1 | 3 | 0.054
o22ai_1 | 2 | 0.060
## worst max-delay path, stage by stage
cell,delay (ps)
buf_12,120
and3b_2,220
a221o_1,270
buf_2,120
## path summary, 6_finish.rpt
kind | start | end | slack [ps] | depth (start not counted)
worst min-delay path | hex[3] | segment[4] | 810 | 4
worst max-delay path | hex[2] | segment[1] | -60 | 4
## metal layers
metal,track usage,wire length (µm),vias to the layer above,share of wire
met1,0.0428,467,157,0.47
met2,0.0433,430,9,0.43
met4,0,0,0,0
li1,-,-,159,-
met5,0,0,-,0
met3,0.00909,98,0,0.098
## power groups by stage
stage                 logic (mW)  clock network, mW  registers, mW
after global routing       0.220                  0              0
after CTS                  0.198                  0              0
final                      0.204                  0              0
## stage by stage
step,utilization,TNS (ps),hold slack [ps]
6_report,0.163,-98.6,811
3_5_place_dp,0.115,-6440,1580
2_1_floorplan,-,0,581
5_1_grt,0.163,-289,839
4_1_cts,0.159,-183,831
3_3_place_gp,0.115,-6450,1600
## area by class of cell
| type | count | area (µm²) |
|---|---|---|
| fillers | 386 | 2860 |
| inverters | 1 | 3.75 |
| multi-input cells | 29 | 238 |
| well taps | 46 | 57.6 |
| repair buffers | 23 | 256 |
## repair_timing
item,in CTS,in global routing
gates resized,70,4
endpoints found under the setup margin,7,7
hold buffers,0,0
pin swaps,12,5
buffers inserted,3,0
gates cloned,2,0
Power figures rest on the tool's default switching activity, not on a simulated workload.
