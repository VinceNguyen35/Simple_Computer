$ cat flow/design.v
`timescale 1ns / 100ps
module clk_divider(
    input clk_in,
    input rst,
    output reg clk_out
    );
    integer i;
     always @(posedge clk_in or posedge rst) begin
        if(rst == 1'b1) begin
            i = 0;
            clk_out = 0;
        end
         else begin
            i = i + 1;
            if(i >= 100000) begin
                clk_out = ~clk_out;
                i = 0;
            end
         end
     end
endmodule
$ cat flow/run.sh
#!/bin/bash
# OpenROAD 26Q1-2900-gdf79404cd8, Yosys 0.63+post, stock flow scripts
make -C /OpenROAD-flow-scripts/flow DESIGN_CONFIG=/design/flow/config.mk WORK_HOME=/design/flow/orfs finish
$ cat flow/config.mk
export PLATFORM = sky130hd
export DESIGN_NAME = clk_divider
export DESIGN_NICKNAME = clk_divider
export VERILOG_FILES = /design/flow/design.v
export SDC_FILE = /design/flow/constraint.sdc
export NUM_CORES = 4
export LEC_CHECK = 1
export CORE_AREA = 10 10 108 108
export DIE_AREA = 0 0 118 118
$ cat flow/constraint.sdc
current_design clk_divider

set clk_period 6.4
set clk_io_pct 0.2

create_clock -name clk0 -period $clk_period [get_ports {clk_in}]

set non_clock_inputs [all_inputs -no_clocks]
set_input_delay [expr $clk_period * $clk_io_pct] -clock clk0 $non_clock_inputs
set_output_delay [expr $clk_period * $clk_io_pct] -clock clk0 [all_outputs]
==> results_slide.txt <==
Implementation Results

Timing
  – Fmax: 317.6 MHz
  – Final Slew Violations: 0
  – Slew @ Worst Pin: approximately 480 ps
  – Setup Viol. Count Final: 0
  – Fin crit period: 3149 ps
  – Final Worst Setup Slack: between 3000 and 4000 ps
  – Final setup TNS: 0 ps
  – Final hold vios: 0
  – Slew HR: roughly two thirds
  – Worst Clk Skew: roughly 4.7 ps
  – RSZ-0062 raised after global routing: false
  – Final Cycle Share: 49.20%

Clocking
  – Worst-case clock buffer depth: 2
  – Postcts setup bufs: 0
  – CTS H-tree lvls: 2
  – CTS buffer count: 5
  – Post-cts repair resize count: 0
  – Hold-fix buffers, CTS: 0
  – CTS root buffer: clkbuf_8
  – Clk ins delay skew pair: ~290 ps
  – Clock transition at the registers of the reported paths: roughly 60 ps
  – Total clock sinks: 33
  – CTS tree: built

Worst setup path
  – Endpoint type of the worst setup path: flip-flop
  – Worst path required time: between 6000 and 7000 ps
  – Arr. time, crit path: between 3000 and 4000 ps
  – Critical Path Start Type: flip-flop
  – CP Class: reg -> reg
  – CP max FO: 26

Drt
  – Initial DRC Count: between 70 and 80
  – Via count: ~1500
  – DRT Wirelength: 3784 um
  – DRC violations left: 0
  – Routed len/inst: roughly 11 um
  – Final antenna-violating net count: 0
  – Ant diodes: 0
  – Pre-Repair DR Iteration Count: 4
  – Vias/cell: between 4 and 5

Synthesis
  – Synthesized area: 2082 um2
  – Commonest cells in the netlist: 33 x dfrtp_1, 20 x nor2_1, 20 x nor2_2
  – Ys async rst share: roughly 100%
  – Top-area cell share: 39.66%
  – Yosys chip area: around 2100 um2
  – Number of enable flip-flop cells: 0
  – Yosys top cell by instances: dfrtp_1
  – Gate Count Post-Synth: around 210
  – Ys flops: 33
  – Synth warn: 1
  – Top cells by area: dfrtp_1 40%, xnor2_1 8.0%, nor2_2 6.0%, xor2_1 5.9%, nor2_1 3.6%
  – Ys flop type: dfrtp_1
  – Post-synth top area cell: dfrtp_1
  – Syn Area/Cell: slightly below 10 um2
  – Seq/Total Area, Yosys: roughly 40%
  – Post-synth cell types: ~51
  – Yosys Instances: roughly 210

Die
  – Chip area: 13920 um2
  – Die Ht: 118 um
  – Core Box Area: around 9300 um2
  – Die width: ~120 um
  – Row count: 35
  – Floorplan core density: 22.43%
  – Num ports: 3

Cells and area
  – Share of cells above drive strength 1: a little over a fifth
  – P&R area growth vs syn: 10.76%

Global routing
  – Largest net degree at the start of global routing: 34
  – GRT overflow: 0
  – Vias in the first global route: around 1400
  – First-pass GRT wire length: about 6600 um
  – Initial antenna violation count: 0
  – GRT Overall Usage: around 5.4%

Power and ir drop
  – Sequential share of power: a little under three fifths
  – Internal Power: 0.2948 mW
  – Clock Power Share: 42.6%
  – Sw frac: roughly 21%
  – Net Sw Power: 0.07736 mW
  – Logic pwr share: 1.4%
  – Leak: about 0.9 nW
  – Max VDD drop: 0.1098 mV
  – PwrDens: 161.4 nW/um2

Place
  – Post-DP HPWL: between 2000 and 3000 um
  – PortBufs: 2
  – Pre-CTS WS: approximately 3200 ps
  – GPL Wtd Cong: between 0.8 and 0.9

Run
  – Count of tool warnings: 25
  – Max Cap Viol: 0

Min path
  – Hold Path Class: reg -> reg

Status
  – Status: finished, final reports clean
-- cells by family (layout without fill, tap and decap cells) --
kind of cell | after synthesis | in the layout | share of synthesized area [%]
and+or+nand+nor | 114 | 114 | 33.53
xor gates and xnor gates | 34 | 34 | 14.66
DFF | 33 | 33 | 39.66
AOI/OAI and AO/OA | 16 | 16 | 6.971
buffers and inverters | 13 | 15 | 3.605
muxes | 2 | 2 | 0.9616
adders and majority gates | 1 | 1 | 0.6009
-- routing by layer --
layer	track usage (%)	vias to the layer above	wire length [um]	share of wire (%)
li1	-	757	-	-
met4	1.005	0	87	2.3
met1	7.978	693	1985	52
met5	0	-	0	0
met3	0.7778	7	60	1.6
met2	8.182	14	1649	44
-- worst max-delay path, cell delays in order, from the launching register on --
cell and delay (ps):
dfrtp_1 440, nand4_1 430, or3_4 550, or2_4 290
nor4_4 250, xnor2_2 220, clkinv_2 130, a41oi_4 170
buf_4 390, xor2_1 190
-- power groups by stage --
| stage | Combinational [mW] | Sequential, mW | Clock, mW |
|---|---|---|---|
| 4_1_cts | 0.00550 | 0.209 | 0.164 |
| 5_1_grt | 0.00592 | 0.208 | 0.173 |
| 6_report | 0.00505 | 0.209 | 0.159 |
-- registers in the layout, indices dropped and copies added (netlist names) --
signal / flops
i: 32
clk_out: 1
-- cells in the final DEF (no fill, tap or decap), drive strengths merged, types with 2 or more instances in the layout --
| master | n |
|---|---|
| xnor2 | 20 |
| nand3 | 8 |
| or4 | 2 |
| nand2 | 17 |
| o21ai | 2 |
| nor4 | 3 |
| or3 | 4 |
| nor2 | 40 |
| buf | 2 |
| and3 | 7 |
| xor2 | 14 |
| and2 | 2 |
| o211ai | 2 |
| inv | 3 |
| nand4 | 10 |
| o2111a | 2 |
| a211oi | 2 |
| clkbuf | 7 |
| dfrtp | 33 |
| mux2i | 2 |
| clkdlybuf4s50 | 2 |
| and4 | 4 |
| nor3 | 11 |
-- worst paths after layout --
path | to | slack, ps | depth (start not counted) | startpoint
worst max register to register | clk_out | 3250 | 9 | i[6]
worst max-delay path | clk_out | 3250 | 9 | i[6]
max in group asynchronous | i[6] | 4720 | 3 | rst
worst min-delay path | clk_out | 460 | 1 | clk_out
min in group asynchronous | i[17] | 1380 | 3 | rst
worst min register to register | clk_out | 460 | 1 | clk_out
-- area by class of cell --
| cell class | count | area [um2] |
|---|---|---|
| clock buffer | 7 | 86.33 |
| fill | 1018 | 6978 |
| inverter | 4 | 16.27 |
| multi-input combinational | 167 | 1181 |
| sequential | 33 | 825.8 |
| tap | 129 | 161.4 |
| timing repair buffer | 4 | 35.03 |
-- per-stage QoR --
step           area (um2)  hold WS (ps)  power, mW  util, %  cells
6_report             2306         463.7     0.3722    24.84    344
5_1_grt              2306         492.7     0.3868    24.84    344
4_1_cts              2306         468.7     0.3778    24.84    344
3_5_place_dp         2220         458.8     0.2179    23.91    337
3_3_place_gp         2220         456.0     0.2179    23.91    337
2_1_floorplan        2082         420.4     0.2155        -    213
Power is estimated from default activity; no workload was simulated.
